==> design/flow/design.v <==
`default_nettype none
module fuseMultAdd #(
	parameter WIDTH = 32
) (
	input wire clk,
	input wire rst_n,
	input wire signed [WIDTH - 1:0] a,
	input wire signed [WIDTH - 1:0] b,
	input wire signed [$clog2(WIDTH) - 1:0] scaleFactor,
	output wire signed [WIDTH - 1:0] accumulatorOut,
	input wire signed [WIDTH - 1:0] seed,
	input wire updateAccumulator,
	input wire en
);
	reg signed [WIDTH - 1:0] accumulator;
	wire signed [(2 * WIDTH) - 1:0] product;
	wire signed [WIDTH - 1:0] shiftResult;
	assign product = a * b;
	assign shiftResult = product >>> scaleFactor;
	wire signed [WIDTH - 1:0] accumulatorSrc;
	assign accumulatorSrc = (updateAccumulator) ? seed : accumulator;
	wire signed [WIDTH - 1:0] currentSum;
	assign currentSum = accumulatorSrc + shiftResult;
	assign accumulatorOut = currentSum;
	always @(posedge clk) begin
		if (~rst_n) begin
			accumulator <= 0;
		end else begin
			if (en) begin
				accumulator <= currentSum;
			end
		end
	end
endmodule
`default_nettype none
module matrixProcessorController (
	input wire clk,
	input wire rst_n,
	input wire start,
	input wire workItemCountZero,
	input wire [3:0] matrixRegValue,
	input wire divFinished,
	output logic matrixRegIncrument,
	output logic writeEn,
	output logic pmvcWriteEn,
	output logic wiSource,
	output logic wiInit,
	output logic load,
	output logic loadMatrix,
	output logic loadVector,
	output logic resetMatrixReg,
	output logic readAddrSrc,
	output logic enFMA,
	output logic startDiv
	);
	typedef enum logic [2:0] {IDLE, LOADMATRIX, LOADVECTOR, PROCESSING, STARTDIV, INVERTW, NORMALIZE} statetype;
	statetype state, nextstate;
	wire matrixMax = (matrixRegValue == 4'hF);
	wire vectorMax = (matrixRegValue == 4'h3);
	wire coordsMax = (matrixRegValue == 4'h2);  
	assign wiInit = (state == IDLE && start);
	always @(*) begin
		if (~rst_n) begin
			wiSource = 0;
			writeEn = 0;
			load = 0;
			loadMatrix = 0;
			loadVector = 0;
			matrixRegIncrument = 0;
			resetMatrixReg = 0;
			readAddrSrc = 0;
			enFMA = 0;
			pmvcWriteEn = 0;
			startDiv = 0;
		end else case (state)
			IDLE: begin
				if (start) nextstate = LOADMATRIX;
				else 	   nextstate = IDLE;
				wiSource = start;
				writeEn = 0;
				load = 0;
				loadMatrix = 0;
				loadVector = 0;
				matrixRegIncrument = 0;
				resetMatrixReg = 0;
				readAddrSrc = 0;
				enFMA = 0;
				pmvcWriteEn = 0;
				startDiv = 0;
			end
			LOADMATRIX: begin
				if (matrixMax) nextstate = LOADVECTOR;
				else 						nextstate = LOADMATRIX;
				wiSource = 0;
				writeEn = 0;
				load = 1;
				loadMatrix = 1;
				loadVector = 0;
				matrixRegIncrument = 1;
				resetMatrixReg = 0;  
				readAddrSrc = 0;
				enFMA = 0;
				pmvcWriteEn = 0;
				startDiv = 0;
			end
			LOADVECTOR: begin
				if (vectorMax)  nextstate = PROCESSING;  
				else 			nextstate = LOADVECTOR;
				wiSource = 0;
				writeEn = 0;
				load = 1;
				loadMatrix = 0;
				loadVector = 1;
				matrixRegIncrument = 1;
				resetMatrixReg = vectorMax;  
				readAddrSrc = 1;
				enFMA = 0;
				pmvcWriteEn = 0;
				startDiv = 0;
			end
			PROCESSING: begin
				if (matrixMax) 	nextstate = STARTDIV;
				else 			nextstate = PROCESSING;
				wiSource = 0;
				writeEn = 0;
				load = 1;
				loadMatrix = 0;
				loadVector = 0;
				matrixRegIncrument = 1;
				resetMatrixReg = 0;
				readAddrSrc = 0;
				enFMA = 1;
				pmvcWriteEn = (matrixRegValue[1:0] == 4'h3);
				startDiv = 0;
			end
			STARTDIV: begin
				nextstate = INVERTW;
				wiSource = 0;
				writeEn = 0;
				load = 1;
				loadMatrix = 0;
				loadVector = 0;
				matrixRegIncrument = 0;
				resetMatrixReg = 0;
				readAddrSrc = 0;
				enFMA = 0;
				pmvcWriteEn = 0;
				startDiv = 1;
			end
			INVERTW: begin
				if (divFinished) nextstate = NORMALIZE;
				else 			 nextstate = INVERTW;
				wiSource = 0;
				writeEn = 0;
				load = 0;
				loadMatrix = 0;
				loadVector = 0;
				matrixRegIncrument = 0;
				resetMatrixReg = 0;
				readAddrSrc = 0;
				enFMA = 0;
				pmvcWriteEn = 0;
				startDiv = 0;
			end
			NORMALIZE: begin
				if (workItemCountZero && vectorMax) 	nextstate = IDLE;
				else if (vectorMax)						nextstate = LOADVECTOR;
				else 									nextstate = NORMALIZE;
				wiSource = vectorMax;
				writeEn = 1;
				load = 0;
				loadMatrix = 0;
				loadVector = 0;
				matrixRegIncrument = 1;
				resetMatrixReg = vectorMax;
				readAddrSrc = 0;
				enFMA = 1;
				pmvcWriteEn = 0;
				startDiv = 0;
			end
			default: nextstate = IDLE;
		endcase
	end
	always @(posedge clk) begin
		if (~rst_n) begin
			state <= IDLE;
		end else begin
			state <= nextstate;
		end
	end
endmodule
`default_nettype none
module matrixProcessorDatapath #(
	parameter WIDTH = 32
) (
	input wire clk,
	input wire rst_n,
	input wire start,
	input wire wiSource,
	input wire wiInit,
	input wire resetMatrixReg,
	input wire matrixRegIncrument,
	input wire load,  
	input wire loadMatrix,  
	input wire loadVector,
	input wire readAddrSrc,
	input wire enFMA,
	input wire controllerWriteEn,
	input wire pmvcWriteEn,
	input wire startDiv,
	input wire [13:0] workItemCount,  
	input wire [WIDTH - 1:0] matrixInAddr,  
	input wire [WIDTH - 1:0] dataInAddr,
	input wire [WIDTH - 1:0] dataOutAddr,
	input wire [WIDTH - 1:0] dataIn,
	output wire [WIDTH - 1:0] readAddr,
	output wire [WIDTH - 1:0] writeAddr,
	output wire [WIDTH - 1:0] writeData,
	output wire workItemCountZero,
	output wire [3:0] matrixRegValue,
	output wire writeEn,
	output wire divFinished
	);
	reg [13:0] workItemReg;
	reg [3:0] matrixReg;
	wire [13:0] workItemNext;
	wire [3:0] matrixCountNext;
	assign workItemNext = wiInit ? workItemCount : (workItemReg - 1);
	reg [3:0] matrixRegPipeline;
	reg dataConsumePipeline;
	reg loadMatrixPipeline;
	reg loadVectorPipeline;
	reg writeEnPipeline;
	wire updateAccumulator;
	reg updateAccumulatorPipeline;
	reg pmvcWriteEnPipeline;
	assign updateAccumulator = load ? (matrixReg[1:0] == 0) : 1;
	reg [WIDTH - 1:0] matrixCache [15:0];  
	reg [WIDTH - 1:0] vectorCache [3:0];  
	reg [WIDTH - 1:0] postMultVecCache [3:0];  
	reg [WIDTH - 1:0] matrixReadReg;
	reg [WIDTH - 1:0] vectorReadReg;
	wire [17:0] vectorReadIndex;
	assign vectorReadIndex = {workItemReg, matrixReg[1:0]};
	wire [17:0] vectorWriteIndex;
	assign vectorWriteIndex = {workItemReg, matrixReg[1:0]};
	wire [WIDTH - 1:0] writeAddrInternal;
	reg [WIDTH - 1:0] writeAddrPipeline;
	assign readAddr = (readAddrSrc ? (dataInAddr) : matrixInAddr) + (readAddrSrc ? (vectorReadIndex << 2) : (matrixReg << 2));
	assign writeAddrInternal = dataOutAddr + vectorWriteIndex;
	assign writeAddr = writeAddrPipeline;
	assign writeData = multResult;
	assign writeEn = writeEnPipeline;
	assign workItemCountZero = (workItemReg == 0);
	assign matrixRegValue = matrixReg;
	wire [WIDTH - 1:0] multResult;
	wire [WIDTH - 1:0] nonVecMultInput;
	wire [WIDTH - 1:0] vecMultInput;
	assign nonVecMultInput = load ? matrixReadReg : quotient;
	assign vecMultInput = load ? vectorReadReg : postMultVecCache[matrixRegPipeline[1:0]];
	wire [WIDTH - 1:0] debug = postMultVecCache[matrixRegPipeline[1:0]];
	fuseMultAdd #(.WIDTH(WIDTH)) fma(
		.clk(clk),
		.rst_n(rst_n),
		.a(nonVecMultInput),
		.b(vecMultInput),
		.scaleFactor(5'd16),
		.accumulatorOut(multResult),
		.seed(0),
		.updateAccumulator(updateAccumulatorPipeline),
		.en(enFMA)
	);
	wire [WIDTH - 1:0] quotient;
	divider #(.WIDTH(WIDTH)) div(
		.clk(clk),
		.rst_n(rst_n),
		.start(startDiv),
		.numerator(32'h10000),
		.denominator(multResult),
		.quotient(quotient),
		.finished(divFinished)
	);
	always @(posedge clk) begin
		if (~rst_n) begin
			matrixReg <= 0;
			matrixRegPipeline <= 0;
			writeEnPipeline <= 0;
			updateAccumulatorPipeline <= 0;
			dataConsumePipeline <= 0;
			loadMatrixPipeline <= 0;
			loadVectorPipeline <= 0;
		end else begin
			if (wiSource) begin
				workItemReg <= workItemNext;
			end
			if (resetMatrixReg) begin
				matrixReg <= 4'b0;
			end else if (matrixRegIncrument) begin
				matrixReg <= matrixReg + 1;
			end
			if (load) begin
				dataConsumePipeline <= 1;
				loadMatrixPipeline <= loadMatrix;
				loadVectorPipeline <= loadVector;
			end else begin
				dataConsumePipeline <= 0;
			end
			if (dataConsumePipeline && loadMatrixPipeline) begin
				matrixCache[matrixRegPipeline] <= dataIn;
			end
			if (dataConsumePipeline && loadVectorPipeline) begin
				vectorCache[matrixRegPipeline] <= dataIn;
			end
			if (controllerWriteEn) begin
				writeAddrPipeline <= writeAddrInternal;
			end
			if (pmvcWriteEnPipeline) begin
				postMultVecCache[matrixRegPipeline[3:2]] <= multResult;
			end 
			matrixRegPipeline <= matrixReg;
			writeEnPipeline <= controllerWriteEn;
			updateAccumulatorPipeline <= updateAccumulator;
			pmvcWriteEnPipeline <= pmvcWriteEn;
			matrixReadReg <= matrixCache[matrixReg];
			vectorReadReg <= vectorCache[matrixReg[1:0]];
		end
	end
endmodule
`default_nettype none
module divider #(
		parameter WIDTH=32
	) (
	input wire clk,
	input wire rst_n,
	input wire start,
	input wire signed [WIDTH - 1:0] numerator,
	input wire signed [WIDTH - 1:0] denominator, 
	output wire signed [WIDTH - 1:0] quotient,
	output wire finished
	);
	parameter WAIT = 1'b0;
	parameter DIVIDE = 1'b1;
	reg signCorrect;
	reg [(WIDTH * 2) - 1:0] quotientInternal;
	reg [(WIDTH * 2) - 1:0] dividendSignCorrect;  
	reg [WIDTH - 1:0] divisorSignCorrect;
	reg [WIDTH - 1:0] remainder;
	wire [WIDTH - 1:0] nextRemainder;
	assign quotient = signCorrect ? (~(quotientInternal[WIDTH - 1:0])) + 1 : quotientInternal[31:0];
	reg state;
	reg [$clog2(WIDTH * 2) - 1:0] count;
	assign finished = ~state;
	assign nextRemainder = {remainder, dividendSignCorrect[count]};
	always @(posedge clk) begin
		if (~rst_n) begin
			state <= WAIT;
		end else begin
		if (start) begin  
			state <= DIVIDE;
			count <= (WIDTH * 2) - 1;
			signCorrect <= numerator[31] ^ denominator[31];
			dividendSignCorrect <= (numerator[31] ? ~numerator + 1 : numerator) << 16;
			divisorSignCorrect <= (denominator[31] ? ~denominator + 1 : denominator);
			remainder <= 0;
			quotientInternal <= 0;
		end
		if (state == DIVIDE) begin  
			if (nextRemainder >= divisorSignCorrect) begin
				remainder <= nextRemainder - divisorSignCorrect;
				quotientInternal[count] <= 1;
			end else begin
				remainder <= nextRemainder;
			end
			if (count == 0) begin
				state <= WAIT;
			end
			count <= count - 1;
		end
		end
	end
endmodule
`default_nettype none
module matrixProcessor #(
	parameter WIDTH = 32
) (
	input wire clk,
	input wire rst_n,
	input wire start,
	input wire [13:0] workItemCount,  
	input wire [WIDTH - 1:0] matrixInAddr,  
	input wire [WIDTH - 1:0] dataInAddr,
	input wire [WIDTH - 1:0] dataOutAddr,
	input wire [WIDTH - 1:0] dataIn,
	output wire [WIDTH - 1:0] readAddr,
	output wire [WIDTH - 1:0] writeAddr,
	output wire [WIDTH - 1:0] writeData,
	output wire writeEn
	);
	wire controllerWriteEn, pmvcWriteEn;
	wire wiSource, wiInit;
	wire workItemCountZero;
	wire [3:0] matrixRegValue;
	wire resetMatrixReg, matrixRegIncrument;
	wire load, loadMatrix, loadVector;
	wire readAddrSrc;
	wire enFMA;
	wire startDiv;
	wire divFinished;
	matrixProcessorDatapath #(.WIDTH(WIDTH)) datapath (
		.clk(clk),
		.rst_n(rst_n),
		.start(start),
		.wiSource(wiSource),
		.wiInit(wiInit),
		.resetMatrixReg(resetMatrixReg),
		.matrixRegIncrument(matrixRegIncrument),
		.workItemCount(workItemCount),
		.matrixInAddr(matrixInAddr),
		.dataInAddr(dataInAddr),
		.dataOutAddr(dataOutAddr),
		.dataIn(dataIn),
		.readAddr(readAddr),
		.writeAddr(writeAddr),
		.writeData(writeData),
		.workItemCountZero(workItemCountZero),
		.matrixRegValue(matrixRegValue),
		.load(load),
		.loadMatrix(loadMatrix),
		.loadVector(loadVector),
		.readAddrSrc(readAddrSrc),
		.enFMA(enFMA),
		.controllerWriteEn(controllerWriteEn),
		.pmvcWriteEn(pmvcWriteEn),
		.writeEn(writeEn),
		.startDiv(startDiv),
		.divFinished(divFinished)
	);
	matrixProcessorController controller (
		.clk(clk),
		.rst_n(rst_n),
		.start(start),
		.workItemCountZero(workItemCountZero),
		.matrixRegValue(matrixRegValue),
		.divFinished(divFinished),
		.matrixRegIncrument(matrixRegIncrument),
		.writeEn(controllerWriteEn),
		.pmvcWriteEn(pmvcWriteEn),
		.wiSource(wiSource),
		.wiInit(wiInit),
		.load(load),
		.loadMatrix(loadMatrix),
		.loadVector(loadVector),
		.resetMatrixReg(resetMatrixReg),
		.readAddrSrc(readAddrSrc),
		.enFMA(enFMA),
		.startDiv(startDiv)
	);
endmodule
==> design/flow/run.sh <==
#!/bin/bash
# OpenROAD 26Q1-2900-gdf79404cd8, Yosys 0.63+post, stock flow scripts
make -C /OpenROAD-flow-scripts/flow DESIGN_CONFIG=/design/flow/config.mk WORK_HOME=/design/flow/orfs finish
==> design/flow/config.mk <==
export PLATFORM = sky130hd
export DESIGN_NAME = matrixProcessor
export DESIGN_NICKNAME = matrixProcessor
export VERILOG_FILES = /design/flow/design.v
export SDC_FILE = /design/flow/constraint.sdc
export NUM_CORES = 4
export LEC_CHECK = 1
export CORE_UTILIZATION = 50
==> design/flow/constraint.sdc <==
current_design matrixProcessor

set clk_period 24.5
set clk_io_pct 0.2

create_clock -name clk0 -period $clk_period [get_ports {clk}]

set non_clock_inputs [all_inputs -no_clocks]
set_input_delay [expr $clk_period * $clk_io_pct] -clock clk0 $non_clock_inputs
set_output_delay [expr $clk_period * $clk_io_pct] -clock clk0 [all_outputs]
==> results.json <==
{
  "status": "finished clean",
  "grt_use_total_pct": 31.0,
  "maxCapViolCount": 0,
  "worst-r2r-cell-count": 48,
  "crit_arrival_ns": 14.47,
  "cts_root_buf": "clkbuf_16",
  "reg2reg_to": "datapath.div.divisorSignCorrect[26]",
  "finalCritPeriodShare_pct": 79.1,
  "syn_area_sq_um": 74000,
  "yosysWarnings": 4,
  "rows": 140,
  "rrSetupSlack_ns": 10.64,
  "cts_resized": 0,
  "n_antenna_cell": 0,
  "maxSlewViolCount": 0,
  "dieHeight_um": 387,
  "vias": 46400,
  "slew_headroom_pct": 43.2,
  "clk_pin_slew_ns": 0.06,
  "fp.dieW_um": 387,
  "final_layout_top_logic_cells": "edfxtp_1, inv_1, fa_1",
  "route.detailed.drc": 0,
  "postCtsSetupBuffers": 0,
  "postSynthAreaPerCell_sq_um": 12.2,
  "fin_tns_setup_ns": 0,
  "setup.worst_path.end": "writeData[31]",
  "unclocked_regs": 13,
  "fin_skew_ns": 0.121,
  "synth-edff-count": 981,
  "tool_warnings": 30,
  "dr_wl_met2_um": 95400,
  "dp_hpwl_um": 149000,
  "dieArea_sq_um": 150000,
  "yosys_cells": 6068,
  "post_drt_wl_per_cell_um": 24.7,
  "clock_latency_ns": 0.77,
  "top_layer": "met5",
  "worst-setup-path-type": "reg -> out",
  "ys_ff": 1043,
  "synthArstFlopShare_pct": 0,
  "critPathSlowestCell": "xor2_4",
  "path_max_fanout": 25,
  "drtIter0Drc": 2587,
  "fp-utilization_pct": 50.6,
  "r2r-start": "datapath.div.quotientInternal[0]",
  "antenna_found_initial": 4,
  "hold_buffers": 0,
  "hold_class": "reg -> reg",
  "area_growth_pct": 12.0,
  "untimed_endpoints": 14,
  "wl_met1_um": 74700,
  "drive_gt1_share_pct": 10.5,
  "final_antenna_net_count": 0,
  "cp-end-kind": "output port",
  "pin_count": 242,
  "required_ns": 19.60,
  "startpoint": "datapath.div.quotientInternal[0]",
  "dominantRegCellSynth": "edfxtp_1",
  "tritoncts": "built",
  "wl_met3_um": 25400,
  "port-buffer-count": 241,
  "setup_violations": 0,
  "grt_max_degree": 58,
  "worst_pin_slew_ns": 0.845,
  "grt-ovfl-total": 0,
  "dr.pass1.iters": 6,
  "yosys_area_sq_um": 74000,
  "hold_violations": 0,
  "routed_wirelength_um": 205000,
  "grt_pass1_vias": 49700,
  "grt_first_pass_wirelength_um": 311000,
  "synth_cells": 6068,
  "numCtsBuffers": 106,
  "max_freq_mhz": 51.6,
  "utilization_pct": 56.7,
  "fin_crit_ns": 19.37,
  "ctsHtreeMaxLevel": 3,
  "yosysUniqueCellTypes": 80,
  "lay_top_count": "edfxtp_1",
  "rsz0062_at_grt": "no",
  "cp_common_cell": "fa_1",
  "gp_congestion": 1.00,
  "vias_per_cell": 5.57,
  "crit_path_start_kind": "register",
  "coreArea_sq_um": 146000,
  "cts_max_path_buffers": 3,
  "cpPeakStageDelay_ns": 0.65
}
final cells by class:
cell class | instances | area (sq um)
inverter | 917 | 3440
timing repair buffer | 418 | 3740
sequential | 1043 | 30700
fill | 11800 | 63400
tap | 1917 | 2400
multi-input combinational | 3837 | 39200
clock buffer | 139 | 2860
clock inverter | 48 | 587
stage by stage:
stage          area, sq um  worst slack [ns]  std cells  hold WS, ns
6_report             82900              5.13       8319        0.476
5_1_grt              82900              4.21       8319        0.490
3_3_place_gp         79500              6.03       8132        0.456
3_5_place_dp         79500              5.97       8132        0.464
4_1_cts              82900              5.12       8319        0.479
2_1_floorplan        74000              7.75       6068        0.447
cell families after synthesis:
kind of cell / Yosys count / share of synthesized area [%]
muxes: 329 / 8.27
adders and majority gates: 1110 / 27.3
and+or+nand+nor: 1684 / 9.90
DFF: 1030 / 41.1
AOI/OAI and AO/OA: 475 / 4.18
xor gates and xnor gates: 239 / 2.89
buffers and inverters: 1188 / 6.06
latches: 13 / 0.264
flip-flops by register name (all words and copies together) (netlist names), 6 cells and up:
signal                           count
datapath.matrixCache               512
datapath.postMultVecCache          128
datapath.vectorCache               128
datapath.div.divisorSignCorrect     32
datapath.div.quotientInternal       32
datapath.fma.accumulator            32
datapath.matrixReadReg              32
datapath.vectorReadReg              32
datapath.writeAddrPipeline          32
datapath.div.remainder              31
datapath.workItemReg                14
datapath.div.count                   6
Yosys cell counts, drive strengths merged (16+ instances only):
master	count	area, sq um
edfxtp	981	29500
inv	917	3440
fa	842	16900
nor2	737	2770
nand2	528	1980
ha	268	3350
mux4	223	5020
clkbuf	221	830
xnor2	177	1550
o21ai	118	591
a21oi	105	533
nor2b	84	526
mux2i	79	791
xor2	60	544
nand2b	57	357
and2	55	344
nand3	55	275
buf	50	216
dfxtp	49	981
o21a	47	353
a21o	44	330
nor3	42	215
o22ai	34	213
mux2	27	304
or2	26	163
nor4	23	144
nand4	20	125
a21boi	16	131
and3	16	100
worst min path at each step:
| stage | slack (ns) | startpoint | cells past startpoint | end |
|---|---|---|---|---|
| after CTS | 0.48 | datapath.fma.accumulator[23] | 1 | datapath.fma.accumulator[23] |
| after global routing | 0.49 | datapath.fma.accumulator[23] | 1 | datapath.fma.accumulator[23] |
| final | 0.48 | datapath.fma.accumulator[23] | 1 | datapath.fma.accumulator[23] |
layer usage:
| layer | vias up | track usage [%] |
|---|---|---|
| met5 | - | 0.191 |
| met4 | 6 | 11.2 |
| met3 | 369 | 15.9 |
| met2 | 2200 | 44.6 |
| met1 | 23100 | 43.7 |
| li1 | 20700 | - |
worst max-delay path, delay by kind of cell, from the launching register on:
kind	cells	cell delay, ns
adders and majority gates	11	4.63
AOI/OAI and AO/OA	16	3.67
and+or+nand+nor	7	1.67
xor gates and xnor gates	4	1.53
DFF	1	0.46
buffers and inverters	9	1.72
